==> design.v <==
module a_mcp_send (
     input logic aclk, 
     input logic arst_n,
     input logic [7:0] adatain,
     input logic asend,
     input logic aq2_ack,
     output logic [7:0] adata,
     output logic a_en, 
     output logic aready
);
 logic aack;  
 pulse_gen pg1 (
    .clk(aclk), 
    .rst_n(arst_n),
    .d(aq2_ack),
    .pulse(aack), 
    .q()
);
 a_send_fsm fsm (
    .aclk(aclk), 
    .arst_n(arst_n),
    .asend(asend),
    .aack(aack),
    .aready(aready)
 );
 assign anxt_data = aready & asend;
 always_ff @(posedge aclk or negedge arst_n)
    if ( !arst_n) 
        a_en <= '0;
    else if (anxt_data) 
        a_en <= ~a_en;
always_ff @(posedge aclk or negedge arst_n)
    if ( !arst_n) 
        adata <= '0;
    else if (anxt_data) 
        adata <= adatain;
endmodule
module a_send_fsm (
    input logic aclk, 
    input logic arst_n,
    input logic asend,  
    input logic aack,  
    output logic aready  
 );
 enum logic {READY = '1, BUSY = '0} state, next;
 always_ff @(posedge aclk or negedge arst_n)
    if (!arst_n) 
        state <= READY;
    else 
        state <= next;
always_comb begin
     case (state)
        READY: if (asend) 
                    next = BUSY;
               else 
                    next = READY;
        BUSY : if (aack) 
                    next = READY;
               else 
                    next = BUSY;
    endcase
 end
assign aready = state;
endmodule
module b_ack_fsm (
    input logic bclk, 
    input logic brst_n,
    input logic bload,  
    input logic b_en,  
    output logic bvalid  
 );
 enum logic {READY = '1, WAIT = '0} state, next;
 always_ff @(posedge bclk or negedge brst_n)
    if (!brst_n) 
        state <= WAIT;
    else 
        state <= next;
always_comb begin
    case (state)
         READY: if (bload) 
                    next = WAIT;
                else next = READY;
         WAIT : if (b_en) 
                    next = READY;
                else 
                    next = WAIT;
    endcase
 end
assign bvalid = state;
endmodule
module b_mcp_recv (
    input logic bclk, 
    input logic brst_n,
    input logic [7:0] adata,  
    input logic bload,  
    input logic bq2_en,  
    output logic [7:0] bdata,
    output logic bvalid_out,  
    output logic b_ack  
);
 logic b_en;  
 logic bvalid;
 pulse_gen pg1 ( 
    .clk(bclk), 
    .rst_n(brst_n), 
    .d(bq2_en), 
    .pulse(b_en),
    .q()
);
 b_ack_fsm fsm (
    .bclk(bclk), 
    .brst_n(brst_n),
    .b_en(b_en),
    .bload(bload),
    .bvalid(bvalid)
 );
 assign bload_data = bvalid & bload;
 always_ff @(posedge bclk or negedge brst_n)
    if ( !brst_n) 
        b_ack <= '0;
    else if (bload_data) 
        b_ack <= ~b_ack;
always_ff @(posedge bclk or negedge brst_n) begin
    if ( !brst_n)  begin
        bdata <= '0;
        bvalid_out <= '0;
    end else if (bload_data) begin
        bdata <= adata;
        bvalid_out <= bvalid;
    end
    else begin
        bdata <= bdata;
        bvalid_out <= '0;
    end
end
endmodule
module mcp_blk #(
    parameter DW = 8
)(
    input logic aclk, 
    input logic arst_n,
    input logic asend,
    input logic [DW-1:0] adatain,
    output logic aready,  
    input logic bclk, 
    input logic brst_n,
    input logic bload,
    output logic [DW-1:0] bdata,
    output logic bvalid  
 );
 logic [DW-1:0] adata;  
 logic b_ack;  
 logic a_en;  
 logic bq2_en;  
 logic aq2_ack;  
 sync2 async (.clk(aclk), .rst_n(arst_n), .d(b_ack), .q(aq2_ack));
 sync2 bsync (.clk(bclk), .rst_n(brst_n), .d(a_en), .q(bq2_en));
 a_mcp_send alogic (
    .aclk(aclk), 
    .arst_n(arst_n),
    .adatain(adatain),
    .asend(asend),
    .aq2_ack(aq2_ack),
    .adata(adata),
    .a_en(a_en),
    .aready(aready)
);
b_mcp_recv blogic (
    .bclk(bclk), 
    .brst_n(brst_n),
    .adata(adata),
    .bload(bload),
    .bq2_en(bq2_en),
    .bdata(bdata),
    .bvalid_out(bvalid),
    .b_ack(b_ack)
 );
endmodule
module pulse_gen (
    input logic clk, 
    input logic rst_n,
    input logic d,
    output logic pulse,
    output logic q
);
always_ff @(posedge clk or negedge rst_n)
    if (!rst_n)
        q <= '0;
    else 
        q <= d;
assign pulse = q ^ d;
endmodule
module sync2 (
 input logic clk, 
 input logic rst_n,
 input logic d,
 output logic q
);
logic q1;  
always_ff @(posedge clk or negedge rst_n)
    if (!rst_n) 
        {q,q1} <= '0;
    else 
        {q,q1} <= {q1,d};
endmodule
==> run.sh <==
#!/bin/bash
# OpenROAD 26Q1-2900-gdf79404cd8, Yosys 0.63+post, stock flow scripts
make -C /OpenROAD-flow-scripts/flow DESIGN_CONFIG=/design/flow/config.mk WORK_HOME=/design/flow/orfs finish
==> config.mk <==
export PLATFORM = sky130hd
export DESIGN_NAME = mcp_blk
export DESIGN_NICKNAME = mcp_blk
export VERILOG_FILES = /design/flow/design.v
export SDC_FILE = /design/flow/constraint.sdc
export NUM_CORES = 4
export LEC_CHECK = 1
export CORE_AREA = 10 10 85 85
export DIE_AREA = 0 0 95 95
==> constraint.sdc <==
current_design mcp_blk

set clk_period 1.8
set clk_io_pct 0.2

create_clock -name clk0 -period $clk_period [get_ports {aclk}]
create_clock -name clk1 -period $clk_period [get_ports {bclk}]

set non_clock_inputs [all_inputs -no_clocks]
set_input_delay [expr $clk_period * $clk_io_pct] -clock clk0 $non_clock_inputs
set_output_delay [expr $clk_period * $clk_io_pct] -clock clk0 [all_outputs]
==> flow_summary_export.csv <==
group,metric,value,unit
grt,use_met2,0.0652,
final_timing,setup_slack,0.188,ns
final_timing,tns,0,ns
synth,synth.distinct_cells,10,
layout,regArea,677,sq um
route,routed_wirelength,1740,um
critical_path,worstPathCellList,"clkdlybuf4s50_1",
synth,top_cells_by_count,"dfrtp_1, mux2_2, mux2_4",
grt,met3_usage,0.0321,
critical_path,worstPathRequired,1.44,ns
synth,syn_inst,53,
synth,adder_share,0,
place,portBuffers,22,
place,dp_hpwl,1430,um
grt,antenna_found_initial,0,
power,p_total,1180,uW
hold_path,hp-class,"flop to flop",
synth,mux_area_frac,0.215,
critical_path,cp-end-kind,"output pin",
final_timing,timing.hold.ws,0.349,ns
power,p_leak,0.000669,uW
layout,syn2layout_area_growth,41.5,%
outcome,status,"completed",
synth,flop_cell,"dfrtp_1",
route,drc_errors,0,
synth,simple_gate_area_frac,0.0130,
synth,avgSynthCellArea,18.1,sq um
critical_path,crit_fanout,3,
synth,netlist.area_leader.share,0.677,
synth,xor_area_frac,0.0365,
grt,grtUsageTotal,0.0425,
floorplan,initCoreUtil,0.176,
floorplan,die_w,95,um
synth,edf_count,0,
synth,ys_top_cells_by_area,"dfrtp_1, mux2_4, mux2_2",
route,wl_per_cell,11.3,um
floorplan,rows,27,
layout,fill_cells,569,
flow_run,warnings,26,
critical_path,rrSetupSlack,0.65,ns
route,ant_nets,0,
critical_path,cp-start-kind,"flop",
route,via_count,498,
final_timing,finalHoldViolCount,0,
grt,top_usage_layer,"met2",
synth,yosys_area,961,sq um
synth,top_area_cell,"dfrtp_1",
critical_path,critPathBufInv,1,
critical_path,crit_type,"flop to output pin",
floorplan,die_area,0.00903,sq mm
grt,grt_max_degree,15,
grt,grtUsageMet1,0.0492,
place,place_ws,0.250,ns
synth,ys_top_logic_family,"multiplexers",
route,viasPerCell,3.23,
critical_path,path_delay_family,"flip-flops",
synth,ys_seq_frac,0.704,
grt,grt_pass1_wl,2860,um
synth,syn_area,961,sq um
grt,grt_pass1_vias,568,
final_timing,worst_pin_slew,0.582,ns
layout,comb_area,269,sq um
power,irDropWorstVdd,0.459,mV
cts,cts.sinks,27,
place,gp_congestion,0.699,
synth,yosysMostFrequentCell,"dfrtp_1",
synth,yosys_warnings,8,
final_timing,rsz0062_at_grt,"no",
flow_run,cap_violations,0,
critical_path,cp_slowest_cell,"dfstp_2",
floorplan,fp.dieH,95,um
cts,hold_buffers,0,
layout,layoutNonFillerInstCount,154,
layout,drive_gt1_frac,0.317,
cts,cts_resized,0,
synth,yosys_cells,53,
synth,synthAoiAreaFrac,0.0156,
grt,grt_overflow,0,
layout,reg_top3,"alogic.adata (8), blogic.bdata (8)",
route,initialDrtViolationCount,9,
floorplan,core,0.00547,sq mm
final_timing,skew,0.00280,ns
synth,async_reset_ff_frac,1.00,
cts,cts_tree,"built",
cts,cts_setup_buffers,0,
place,place_inst,146,
final_timing,timing.slew.headroom,0.611,
power,power_density,871,mW/mm^2
cts,clkTransAtPathRegs,0.05,ns
synth,synth_flops,27,
critical_path,cp_data_arrival_time,1.25,ns
final_timing,drv_slew,0,
critical_path,critPathMaxStageDelay,0.55,ns
final_timing,setup-violations-final,0,
floorplan,io_pins,24,
route,antenna_cells,0,
route,drt_first_pass_iters,2,
worst paths after layout:
kind | startpoint | end | depth (start not counted)
worst max-delay path | alogic.fsm.state | aready | 1
worst min-delay path | bsync.q1 | bsync.q | 0
worst max register to register | alogic.fsm.state | alogic.adata[2] | 2
worst min register to register | bsync.q1 | bsync.q | 0
max in group clk1 | bload | blogic.bdata[3] | 3
max in group asynchronous | brst_n | blogic.pg1.q | 1
min in group clk0 | async.q1 | async.q | 0
min in group asynchronous | arst_n | async.q1 | 1
logic make-up after synthesis:
logic type,count (synthesis)
buffers and inverters,2
AND/OR/NAND/NOR,2
multiplexers,16
AND-OR/OR-AND,2
XOR/XNOR,4
flip-flops,27
report_power, final:
group          switching, uW  internal [uW]
combinational           14.1           22.8
sequential                 0            608
clock                    191            349
final cells by class:
class,count,share of cell area
inverter,1,0.00276
tap,72,0.0662
timing repair buffer,22,0.162
sequential,27,0.498
clock buffer,8,0.0736
multi-input combinational,24,0.198
metal layers:
layer	wire length, um	share of wire
met2	795	0.46
met5	0	0
met3	243	0.14
met4	0	0
met1	696	0.40
placed cells by master, fill, tap and decap left out:
master and count:
dfstp_2 1, mux2_4 7, inv_1 1, clkdlybuf4s50_1 22, clkbuf_8 7, nand2_2 2, xnor2_1 2, clkbuf_1 1
xor2_1 2, o21a_1 2, dfrtp_1 26, mux2_2 9
through the flow:
stage / util / instance area, sq um
floorplan: - / 961
global placement: 0.230 / 1260
detailed placement: 0.230 / 1260
CTS: 0.249 / 1360
global route: 0.249 / 1360
finish: 0.249 / 1360
Power figures rest on the tool's default switching activity, not on a simulated workload.
